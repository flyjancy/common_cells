==> flow/design.v <==
module float_mul #(
  parameter   E     =     8,   
  parameter   M     =     23,  
  parameter   Width =     32
)(
  input       [Width - 1 : 0]       a,
  input       [Width - 1 : 0]       b,
  output      [Width - 1 : 0]       c
);
wire                                as, bs, cs;
assign        as                =   a[Width - 1];
assign        bs                =   b[Width - 1];
assign        cs                =   as ^ bs;
wire          [E - 1 : 0]           ae, be;
wire          [E : 0]               cetmp;
assign        ae                =   a[Width - 2 : M];
assign        be                =   b[Width - 2 : M];
assign        cetmp             =   ae + be - 127;
wire          [M : 0]               am, bm;
wire          [2 * M + 1 : 0]       cmtmp;
assign        am                =   {((ae == 8'b0) ? 1'b0 : 1'b1), a[M - 1 : 0]};
assign        bm                =   {((be == 8'b0) ? 1'b0 : 1'b1), b[M - 1 : 0]};
assign        cmtmp             =   am * bm;
wire          [M : 0]               cm;
wire          [E - 1 : 0]           ce;
float_mul_normal #(
         .E         (E)
        ,.M         (M)
)       Nor(
         .ine       (cetmp)
        ,.inm       (cmtmp)
        ,.oute      (ce)
        ,.outm      (cm)
);
assign        c[Width - 1]      =   cs;
assign        c[Width - 2 : M]  =   (a == 32'b0 || b == 32'b0) ? 8'b0 : ce;
assign        c[M - 1 : 0]      =   (a == 32'b0 || b == 32'b0) ? 23'b0 : cm;
endmodule
module float_mul_normal #(
  parameter E = 8,
  parameter M = 23
)(
  input     [E : 0]           ine,
  input     [2 * M + 1 : 0]   inm,
  output    [E - 1 : 0]       oute,
  output    [M - 1 : 0]       outm 
);
wire        [5 : 0]           pos;
assign      pos               =     inm[47] ? 6'd47 : (
                                    inm[46] ? 6'd46 : (
                                    inm[45] ? 6'd45 : (
                                    inm[44] ? 6'd44 : (
                                    inm[43] ? 6'd43 : (
                                    inm[42] ? 6'd42 : (
                                    inm[41] ? 6'd41 : (
                                    inm[40] ? 6'd40 : (
                                    inm[39] ? 6'd39 : (
                                    inm[38] ? 6'd38 : (
                                    inm[37] ? 6'd37 : (
                                    inm[36] ? 6'd36 : (
                                    inm[35] ? 6'd35 : (
                                    inm[34] ? 6'd34 : (
                                    inm[33] ? 6'd33 : (
                                    inm[32] ? 6'd32 : (
                                    inm[31] ? 6'd31 : (
                                    inm[30] ? 6'd30 : (
                                    inm[29] ? 6'd29 : (
                                    inm[28] ? 6'd28 : (
                                    inm[27] ? 6'd27 : (
                                    inm[26] ? 6'd26 : (
                                    inm[25] ? 6'd25 : (
                                    inm[24] ? 6'd24 : (
                                    inm[23] ? 6'd23 : (
                                    inm[22] ? 6'd22 : (
                                    inm[21] ? 6'd21 : (
                                    inm[20] ? 6'd20 : (
                                    inm[19] ? 6'd19 : (
                                    inm[18] ? 6'd18 : (
                                    inm[17] ? 6'd17 : (
                                    inm[16] ? 6'd16 : (
                                    inm[15] ? 6'd15 : (
                                    inm[14] ? 6'd14 : (
                                    inm[13] ? 6'd13 : (
                                    inm[12] ? 6'd12 : (
                                    inm[11] ? 6'd11 : (
                                    inm[10] ? 6'd10 : (
                                    inm[9]  ? 6'd9  : (
                                    inm[8]  ? 6'd8  : (
                                    inm[7]  ? 6'd7  : (
                                    inm[6]  ? 6'd6  : (
                                    inm[5]  ? 6'd5  : (
                                    inm[4]  ? 6'd4  : (
                                    inm[3]  ? 6'd3  : (
                                    inm[2]  ? 6'd2  : (
                                    inm[1]  ? 6'd1  : (
                                    inm[0]  ? 6'd0  : 6'd46 )))))))))))))))))))))))))))))))))))))))))))))));
wire        [5 : 0]           ShiftDelta;
assign      ShiftDelta        =     (pos > 6'd46) ? 1'b1 : 6'd46 - pos;
wire        [E : 0]           pluse, subse;
assign      pluse             =     ine + ShiftDelta;
assign      subse             =     ine - ShiftDelta;
assign      oute              =     (pos > 6'd46) ? pluse[E - 1 : 0] : subse[E - 1 : 0];
wire        [2 * M + 1 : 0]   leftm, rightm;
assign      leftm             =     inm << ShiftDelta;
assign      rightm            =     inm >> ShiftDelta;
assign      outm              =     (pos > 6'd46) ? rightm[2 * M - 1 : M] : leftm[2 * M - 1 : M];
endmodule
==> flow/run.sh <==
#!/bin/bash
# OpenROAD 26Q1-2900-gdf79404cd8, Yosys 0.63+post, stock flow scripts
make -C /OpenROAD-flow-scripts/flow DESIGN_CONFIG=/design/flow/config.mk WORK_HOME=/design/flow/orfs finish
==> flow/config.mk <==
export PLATFORM = sky130hd
export DESIGN_NAME = float_mul
export DESIGN_NICKNAME = float_mul
export VERILOG_FILES = /design/flow/design.v
export SDC_FILE = /design/flow/constraint.sdc
export NUM_CORES = 4
export LEC_CHECK = 1
export CORE_UTILIZATION = 30
==> flow/constraint.sdc <==
current_design float_mul

set clk_period 39.1
set clk_io_pct 0.2

create_clock -name clk0 -period $clk_period

set non_clock_inputs [all_inputs -no_clocks]
set_input_delay [expr $clk_period * $clk_io_pct] -clock clk0 $non_clock_inputs
set_output_delay [expr $clk_period * $clk_io_pct] -clock clk0 [all_outputs]
==> impl_metrics.prom <==
# HELP chip_impl_metric Implementation results
# TYPE chip_impl_metric gauge
chip_impl_metric{name="yosys_warnings",unit=""} 1
chip_impl_metric{name="p_sw",unit="mW"} 9.81
chip_impl_metric{name="worstPathRequired",unit="ns"} 31.28
chip_impl_metric{name="post_drt_via_cell_ratio",unit=""} 5.15
chip_impl_metric{name="core-area",unit="sq um"} 80400
chip_impl_metric{name="finalSetupViolations",unit=""} 0
chip_impl_metric{name="drtPass1Iterations",unit=""} 5
chip_impl_info{name="status",value="finished clean"} 1
chip_impl_metric{name="routed_wirelength",unit="microns"} 74800
chip_impl_info{name="critPathCaptureType",value="primary output"} 1
chip_impl_info{name="min_path_type",value="in2out"} 1
chip_impl_metric{name="postcts_setup_bufs",unit=""} 0
chip_impl_metric{name="final.setup.tns",unit="ns"} 0
chip_impl_metric{name="flops",unit=""} 0
chip_impl_info{name="unrepaired_setup_endpoints_after_global_routing",value="false"} 1
chip_impl_metric{name="floorplan.die.height",unit="microns"} 287
chip_impl_metric{name="synth_chip_area",unit="sq um"} 24400
chip_impl_metric{name="design_power_total",unit="mW"} 16.1
chip_impl_metric{name="yosys_aoi_share",unit="%"} 14.1
chip_impl_metric{name="period_needed",unit="ns"} 29.52
chip_impl_metric{name="die-width",unit="microns"} 287
chip_impl_info{name="synth.top_cells.by_area",value="fa_1, ha_1, inv_1"} 1
chip_impl_metric{name="synth.mux.area_fraction",unit="%"} 3.30
chip_impl_metric{name="drt-wirelength-per-cell",unit="microns"} 18.5
chip_impl_metric{name="fill_cells",unit=""} 8415
chip_impl_metric{name="crit_arrival",unit="ns"} 21.70
chip_impl_metric{name="grt_max_degree",unit=""} 63
chip_impl_metric{name="crit_path_max_fanout",unit=""} 43
chip_impl_metric{name="gp_weighted_congestion",unit=""} 0.951
chip_impl_metric{name="vdd_drop_max",unit="mV"} 0.565
chip_impl_info{name="hold_path_end",value="c[31]"} 1
chip_impl_metric{name="synth.distinct_cells",unit=""} 103
chip_impl_metric{name="dp.final_hpwl",unit="microns"} 59200
chip_impl_metric{name="post_cts_hold_buffer_count",unit=""} 0
chip_impl_metric{name="post_cts_resized",unit=""} 0
chip_impl_info{name="timing.hold.worst.start",value="b[31]"} 1
chip_impl_metric{name="dr_total_vias",unit=""} 20900
chip_impl_metric{name="post-route-drc-count",unit=""} 0
chip_impl_metric{name="maxSlewHeadroom",unit="%"} 18.8
chip_impl_metric{name="openroad_warning_count",unit=""} 32
chip_impl_metric{name="synth.yosys.seq_area_share",unit="%"} 0
chip_impl_metric{name="die_area",unit="sq um"} 82400
chip_impl_metric{name="clock_buffer_count",unit=""} 0
chip_impl_metric{name="antenna_violating_nets_post_route",unit=""} 0
chip_impl_metric{name="power.switching_fraction",unit="%"} 61.0
chip_impl_info{name="critical_path.startpoint_type",value="input port"} 1
chip_impl_metric{name="report.final.slew_viol_count",unit=""} 0
chip_impl_metric{name="syn2layout_area_growth",unit="%"} 8.65
chip_impl_metric{name="first_global_vias",unit=""} 22200
chip_impl_info{name="worstSetupStartpoint",value="a[26]"} 1
chip_impl_metric{name="sequential_cell_area",unit="sq um"} 0
chip_impl_metric{name="first_iteration_detailed_routing_drc_count",unit=""} 1365
chip_impl_metric{name="core_util_floorplan",unit="%"} 30.3
chip_impl_metric{name="critPathBufInv",unit=""} 11
chip_impl_metric{name="number_of_antenna_violations_at_the_first_check_in_global_routing",unit=""} 0
chip_impl_info{name="synthTopLogicFamily",value="adder cells"} 1
chip_impl_info{name="top_area_cell",value="fa_1"} 1
chip_impl_metric{name="leakage",unit="nW"} 12.6
chip_impl_metric{name="grt.total_usage",unit="%"} 19.7
chip_impl_metric{name="cpPeakStageDelay",unit="ns"} 0.76
chip_impl_metric{name="yosys.area_share.simple",unit="%"} 19.4
chip_impl_metric{name="min_path_cells",unit=""} 3
chip_impl_metric{name="io_pins",unit=""} 96
chip_impl_metric{name="ratio_of_cells_with_drive_above_1_in_the_final_layout",unit="%"} 4.92
chip_impl_metric{name="yosysTopAreaCellShare",unit="%"} 39.8
chip_impl_info{name="crit_slowest_cell",value="or4_1"} 1
chip_impl_metric{name="p_int",unit="mW"} 6.27
chip_impl_metric{name="final.period_utilization",unit="%"} 75.5
chip_impl_info{name="cp_common_cell",value="fa_1"} 1
chip_impl_metric{name="synth.cellmix.adderShare",unit="%"} 49.8
chip_impl_info{name="worstSetupPathType",value="in2out"} 1
chip_impl_metric{name="placement_rows",unit=""} 104
chip_impl_metric{name="final-hold-violation-count",unit=""} 0
chip_impl_metric{name="gr-total-overflow",unit=""} 0
chip_impl_metric{name="mappedNetlistArea",unit="sq um"} 24400
chip_impl_metric{name="synthCells",unit=""} 2997
chip_impl_metric{name="pwr_cell_area",unit="nW/um^2"} 607
chip_impl_metric{name="synth_area_in_xor_xnor",unit="%"} 2.08
chip_impl_metric{name="grt_pass1_wl",unit="microns"} 124000
chip_impl_metric{name="postSynthAreaPerCell",unit="sq um"} 8.13
chip_impl_metric{name="drv_cap",unit=""} 0
chip_impl_metric{name="achievable-frequency",unit="MHz"} 33.9
chip_impl_info{name="crit_family",value="adder cells"} 1
chip_impl_metric{name="combGateArea",unit="sq um"} 21600
chip_impl_metric{name="port_buffers",unit=""} 96
chip_impl_metric{name="pin_slew_with_the_least_headroom_to_its_limit",unit="ns"} 1.21
chip_impl_metric{name="synth.yosys.num_cells",unit=""} 2997
synthesized netlist by cell type (all sizes together), types with 17 or more instances:
| cell type | instances |
|---|---|
| a22oi | 17 |
| nand2 | 471 |
| o22ai | 22 |
| mux2i | 45 |
| a211o | 17 |
| clkbuf | 136 |
| nor3 | 36 |
| nor2 | 120 |
| xor2 | 19 |
| a31oi | 17 |
| mux2 | 29 |
| and2 | 217 |
| a21oi | 94 |
| o211ai | 27 |
| nor4 | 23 |
| ha | 195 |
| buf | 44 |
| xnor2 | 39 |
| fa | 484 |
| a21o | 30 |
| inv | 529 |
| nand3 | 30 |
| o21ai | 94 |
| a211oi | 34 |
cell usage in the layout (no fill, tap or decap), types with 31 or more instances in the layout:
master,instances
a21oi_1,89
buf_4,75
nor3_1,36
o21ai_0,76
nor2_1,118
and2_1,215
ha_1,194
mux2i_1,44
xnor2_1,39
inv_1,526
fa_1,484
nand2_1,469
a211oi_1,31
clkdlybuf4s50_1,96
tightest hold or removal path, delay by kind of cell:
family	cells	cell delay, ns
buf+inv	2	0.89
xor+xnor	1	0.07
cells by family (layout without fill, tap and decap cells):
group / count (synthesis) / after routing
compound gates: 484 / 484
xor+xnor: 58 / 58
fa+ha+maj: 679 / 679
buf+inv: 710 / 701
mux: 75 / 75
other cells: 0 / 1
simple gates: 991 / 991
power by group through the flow:
stage	sequential (mW)	clock (mW)	combinational [mW]
after CTS	0	0	15.7
after global routing	0	0	17.4
cell type report:
| cell class | instances | area share, % |
|---|---|---|
| repair buffers | 171 | 5.75 |
| diodes | 1 | 0.00945 |
| inverters | 530 | 7.51 |
| well taps | 1060 | 5.01 |
| multi-input cells | 2287 | 81.7 |
how the worst max path moves through the flow:
stage	to	depth (start not counted)
after CTS	c[30]	44
after global routing	c[30]	44
final	c[30]	44
layer usage:
layer / wire length (microns) / track usage [%] / vias up
met1: 33700 / 29.1 / 10200
met2: 31800 / 28.5 / 977
met3: 8210 / 7.62 / 75
met5: 0 / 0 / -
li1: - / - / 9610
met4: 1080 / 2.82 / 0
stage by stage:
step	util [%]	std cells	hold WS [ns]	setup WS (ns)	area, sq um
after CTS	32.9	4048	16.62	9.71	26500
after floorplan	-	2997	15.79	12.05	24400
after detailed placement	32.9	4048	16.61	9.77	26500
after global routing	32.9	4048	16.64	8.83	26500
final	32.9	4049	16.60	9.58	26500
after global placement	32.9	4048	16.60	9.73	26500
Power and IR drop assume default switching activity.
