File: flow/design.v
module complement_encoder #(
  parameter   Width         =     26
)(
  input       [Width - 1 : 0]       DataIn,
  input                             Enable,
  output      [Width - 1 : 0]       DataOut
);
wire          [Width - 1 : 0]       DataTmp;
assign        DataTmp       =       ~DataIn;
assign        DataOut       =       Enable ? (DataTmp + 1'b1) : DataIn;
endmodule
module float_adder #(
  parameter   E     =     8,   
  parameter   M     =     23,  
  parameter   Width =     32
)(
  input       [Width - 1 : 0]       a,
  input       [Width - 1 : 0]       b,
  output      [Width - 1 : 0]       c
);
wire                                as, bs;
assign        as      =             a[Width - 1];
assign        bs      =             b[Width - 1];
wire          [E - 1 : 0]           ae, be, ce;
wire          [M - 1: 0]            am, bm;
assign        ae      =             a[Width - 2 : M];
assign        be      =             b[Width - 2 : M];
assign        am      =             a[M - 1 : 0];
assign        bm      =             b[M - 1 : 0];
wire          [E - 1 : 0]           ge, le, de;
wire                                agtb;
assign        agtb    =             ae >= be;
assign        ge      =             agtb ? ae : be;
assign        le      =             agtb ? be : ae;
assign        de      =             ge - le;
wire                                gs, ls;
assign        gs      =             agtb ? as : bs;
assign        ls      =             agtb ? bs : as;
wire          [M : 0]               gm, lm, alm;
assign        gm      =             {(ge == 8'b0 ? 1'b0 : 1'b1), (agtb ? am : bm)};
assign        lm      =             {(le == 8'b0 ? 1'b0 : 1'b1), (agtb ? bm : am)};
assign        alm     =             lm >> de;
wire          [M + 2 : 0]           gmout, almout;
complement_encoder #(
     .Width           (M + 3)  
)   Encoder_g     (
     .DataIn          ({2'b0, gm})
    ,.Enable          (gs)
    ,.DataOut         (gmout)
);
complement_encoder #(
     .Width           (M + 3)
)   Encoder_l     (
     .DataIn          ({2'b0, alm})
    ,.Enable          (ls)
    ,.DataOut         (almout)
);
wire          [M + 2 : 0]           cm_com, cm;
assign        cm_com      =         gmout + almout;
assign        c[Width - 1] =        cm_com[M + 2];
complement_encoder #(
     .Width           (M + 3)
)   Encoder_out   (
     .DataIn          (cm_com)
    ,.Enable          (cm_com[M + 2])
    ,.DataOut         (cm)
);
wire          [4 : 0]               sc;
priority_encoder  PE (
     .DataIn          (cm[24:0])
    ,.DataOut         (sc)
);
wire          [4 : 0]               ShiftDelta;
assign        ShiftDelta          =    5'd23 - sc;
assign        c[Width - 2 : M]    =    (sc > 5'd23) ? ge + 1 : (
                                       (sc < 5'd23) ? ge - ShiftDelta : ge);
wire          [M : 0]               tmp;
assign        tmp                 =    (sc > 5'd23) ? (cm >> 1) : (
                                       (sc < 5'd23) ? (cm << (ShiftDelta)) : cm);
assign        c[M - 1 : 0]        =    tmp[M - 1 : 0];                                       
endmodule
module priority_encoder (
    input     [24 : 0]     DataIn,
    output    [4 : 0]      DataOut
);
assign        DataOut     =     DataIn[24] ? 5'd24 : (
                                DataIn[23] ? 5'd23 : (
                                DataIn[22] ? 5'd22 : (
                                DataIn[21] ? 5'd21 : (
                                DataIn[20] ? 5'd20 : (
                                DataIn[19] ? 5'd19 : (
                                DataIn[18] ? 5'd18 : (
                                DataIn[17] ? 5'd17 : (
                                DataIn[16] ? 5'd16 : (
                                DataIn[15] ? 5'd15 : (
                                DataIn[14] ? 5'd14 : (
                                DataIn[13] ? 5'd13 : (
                                DataIn[12] ? 5'd12 : (
                                DataIn[11] ? 5'd11 : (
                                DataIn[10] ? 5'd10 : (
                                DataIn[9]  ? 5'd9  : (
                                DataIn[8]  ? 5'd8  : (
                                DataIn[7]  ? 5'd7  : (
                                DataIn[6]  ? 5'd6  : (
                                DataIn[5]  ? 5'd5  : (
                                DataIn[4]  ? 5'd4  : (
                                DataIn[3]  ? 5'd3  : (
                                DataIn[2]  ? 5'd2  : (
                                DataIn[1]  ? 5'd1  : (
                                DataIn[0]  ? 5'd0  : 5'd23 ))))))))))))))))))))))));
endmodule
File: flow/run.sh
#!/bin/bash
# OpenROAD 26Q1-2900-gdf79404cd8, Yosys 0.63+post, stock flow scripts
make -C /OpenROAD-flow-scripts/flow DESIGN_CONFIG=/design/flow/config.mk WORK_HOME=/design/flow/orfs finish
File: flow/config.mk
export PLATFORM = sky130hd
export DESIGN_NAME = float_adder
export DESIGN_NICKNAME = float_adder
export VERILOG_FILES = /design/flow/design.v
export SDC_FILE = /design/flow/constraint.sdc
export NUM_CORES = 4
export LEC_CHECK = 1
export CORE_UTILIZATION = 50
File: flow/constraint.sdc
current_design float_adder

set clk_period 55.1
set clk_io_pct 0.2

create_clock -name clk0 -period $clk_period

set non_clock_inputs [all_inputs -no_clocks]
set_input_delay [expr $clk_period * $clk_io_pct] -clock clk0 $non_clock_inputs
set_output_delay [expr $clk_period * $clk_io_pct] -clock clk0 [all_outputs]
==> summary.txt <==
fresh numbers from the pnr run: run status finished, final reports clean, CTS Hold Bufs 0, Routability Congestion around 1.1, # IOs about 96, Reg area 0 um2, area delta synth->final 12.3%, Worst Max-Slew Pin Slew 0.924 ns, WS Path Type in -> out, Slew Viols, Final 0, core area around 19000 um2, share of layout cells above drive strength 1 8.07%, Die Height roughly 140 um, Top cell area share 11.3%, TritonRoute pass-1 iters 6, Post-Route WL 37000 um, flop count 0, Syn Inst Count 1425, Synth Seq Share 0%, largest stage delay on the critical path 0.79 ns, Hold Path Class in -> out, antenna-violating nets left 0, most used cell, CP buf_4, Synth Cell Area around 9800 um2, setup bufs post-CTS 0, Tmin final about 36 ns, IO Port Bufs 96, Setup WS post-layout 18.84 ns, Met2 Wirelength 15400 um, DR WL met3 4770 um, post-cts resize count 0, YS warnings 0, leading area contributor after synthesis mux2i_1, final core utilization a little under 60%, setup violators final 0, number of cells in Yosys stat 1425, Final Hold Fails 0, CLK BUF 0, Metal-1 WL roughly 16000 um, DRC violations left 0, initial antenna violation count 0, Max Cap Violations 0, Crit. End Element primary output, OpenROAD warning count 35, Worst Path Required 44.08 ns, global-route wire length before repair 59000 um, # fillers approximately 1800, GR Overflow Total 0, logic area 9250 um2, RSZ-0062 raised after global routing false, cell depth of the worst min-delay path 4, Critical Path AT 25.24 ns, Cell area leaders mux2i_1 (11%), xnor2_1 (7.4%), mux4_2 (6.0%), ha_1 (5.8%), nor2_1 (5.7%), Routed WL per cell 21.3 um, Worst setup SP type primary input, mean number of vias per cell around 6.6, Setup TNS 0 ns, worst-path maximum fanout 35, DP Worst Slack 19.16 ns, Tcrit/Tclk final ~66%, Detailed Place HPWL 30100 um, pin count of the biggest net entering global routing 59, syn avg cell area about 6.9 um2, Max transition margin 36.8%, DR iter-0 viols 1192, top sig layer met4, via count 11500, DIE WIDTH about 140 um, Die ar. approximately 20000 um2, Starting Density 51.7%, Synth cell types 101, Global Route Usage Sum 37.9%, row cnt approximately 50, Ant. Diodes 0, vias in the first global route 10700, YS chip area 9760 um2, Max Clock Freq around 28 MHz, Worst path slowest cell a2111oi_0
[worst max-delay path, delay by kind of cell]
kind / cells / cell delay, ns
XOR/XNOR: 2 / 0.77
AND-OR/OR-AND: 23 / 5.92
adder cells (fa/ha/maj): 4 / 1.01
buffers and inverters: 12 / 3.44
multiplexers: 1 / 0.67
AND/OR/NAND/NOR: 10 / 2.34
[synthesized netlist by cell type (7+ instances only)]
| library cell | count |
|---|---|
| nand3_1 | 58 |
| inv_1 | 45 |
| nand4_1 | 10 |
| xor2_1 | 27 |
| mux2_2 | 14 |
| clkbuf_1 | 47 |
| mux2i_1 | 110 |
| mux4_2 | 26 |
| o31ai_1 | 20 |
| o211ai_1 | 13 |
| a211oi_1 | 17 |
| nor2b_1 | 15 |
| o22ai_1 | 7 |
| a32oi_1 | 7 |
| ha_1 | 45 |
| nand2_1 | 127 |
| o21a_1 | 16 |
| buf_1 | 9 |
| a221oi_1 | 9 |
| a22oi_1 | 13 |
| a21oi_1 | 93 |
| o21ai_1 | 8 |
| and2_1 | 20 |
| nor4_1 | 14 |
| buf_2 | 16 |
| nand2b_1 | 21 |
| o221ai_1 | 7 |
| or2_2 | 8 |
| a21o_1 | 14 |
| or3_1 | 19 |
| nor3_1 | 64 |
| a311oi_1 | 7 |
| a31oi_1 | 26 |
| nor2_1 | 147 |
| o21ai_0 | 76 |
| xnor2_1 | 82 |
| and3_1 | 21 |
[routing by layer]
layer,track usage (%),up-vias
li1,-,5526
met2,56.2,651
met5,0.752,-
met3,12.6,36
met4,3.45,0
met1,55.6,5264
[worst paths after layout]
check / start / end / slack (ns)
worst min-delay path: b[30] / c[30] / 23.26
worst max-delay path: a[23] / c[19] / 18.84
[placed cells by master (no fill, tap or decap), types with 7 or more instances in the layout]
cell / instances
mux2_2: 14
a21o_1: 14
o22ai_1: 7
nor2b_1: 15
or2_2: 8
clkdlybuf4s50_1: 96
nand2_1: 127
a32oi_1: 7
nand4_1: 10
a311oi_1: 7
o21ai_0: 76
nor4_1: 14
o21a_1: 16
mux2i_1: 108
buf_4: 33
inv_1: 45
a221oi_1: 9
nor3_1: 64
a22oi_1: 13
ha_1: 44
xor2_1: 27
nor2_1: 147
mux4_2: 26
xnor2_1: 82
and2_1: 20
o21ai_1: 8
a211oi_1: 17
o31ai_1: 19
o211ai_1: 13
a21oi_1: 93
and3_1: 21
a31oi_1: 26
or3_1: 19
nand3_1: 58
o221ai_1: 7
nand2b_1: 21
[cell type report]
class / instances / area share [%]
inverter: 48 / 1.64
timing repair buffer: 129 / 11.0
multi-input combinational: 1297 / 84.4
tap: 260 / 2.97
[kinds of logic (layout without fill, tap and decap cells)]
family                     after synthesis  in the layout  synth area share [%]
and+or+nand+nor                        554            554                  27.7
AOI/OAI and AO/OA                      429            429                  30.7
muxes                                  155            155                  19.6
buffers and inverters                  128            177                  5.59
xor gates and xnor gates               111            111                  10.1
adders and majority gates               48             48                  6.28
[per-stage QoR]
step / instances / area [um2] / hold WS [ns]
after floorplan: 1425 / 9760 / 22.22
after global placement: 1734 / 11000 / 23.25
after detailed placement: 1734 / 11000 / 23.23
after CTS: 1734 / 11000 / 23.24
after global routing: 1734 / 11000 / 23.31
final: 1734 / 11000 / 23.26
