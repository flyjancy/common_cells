--- ./design.v ---
module clkuart_gen # (
    parameter   DIV    = 434  
)(
    input       clk_in,
    input       rst_n,
    output reg  clk_out
);
reg  [20 : 0] cnt;
wire [20 : 0] cnt_nxt = (cnt == DIV-1) ? 21'b0 : cnt + 1'b1;
always @ (posedge clk_in or negedge rst_n) begin
    if (~rst_n) cnt <= 21'b0;
    else cnt <= cnt_nxt;
end
always @ (posedge clk_in or negedge rst_n) begin
    if (~rst_n) clk_out <= 1'b0;
    else if (cnt == (DIV >> 1)) clk_out <= 1'b1;
    else clk_out <= 1'b0;
end
endmodule
module data_generator(
    input           clk,
    input           rst_n,
    input           start,  
    output [7 : 0]  data    
);
reg  [7 : 0] data_reg;
wire [7 : 0] data_reg_nxt = data_reg + 1'b1;
always @ (posedge clk or negedge rst_n) begin
    if (~rst_n) data_reg <= 8'b0;
    else if (start) data_reg <= data_reg_nxt;
end
assign data = data_reg;
endmodule
module keyboard(
    input           clk,
    input           rst_n,
    input  [3 : 0]  col,  
    output [3 : 0]  key_pulse  
);
reg  [11 : 0] treg0;  
reg  [11 : 0] treg1;  
reg  [11 : 0] treg2;  
reg  [11 : 0] treg3;  
wire [11 : 0] treg0_nxt = treg0 + 1'b1;  
wire [11 : 0] treg1_nxt = treg1 + 1'b1;  
wire [11 : 0] treg2_nxt = treg2 + 1'b1;  
wire [11 : 0] treg3_nxt = treg3 + 1'b1;  
always @ (posedge clk or negedge rst_n) begin
    if (~rst_n) begin
        treg0 <= 12'b0;
        treg1 <= 12'b0;
        treg2 <= 12'b0;
        treg3 <= 12'b0;
    end
    else begin
        if (col[0]) begin 
            if (treg0 != 12'hfff)  
                treg0 <= treg0_nxt;
        end
        else begin
            treg0 <= 12'b0;
        end
        if (col[1]) begin
            if (treg1 != 12'hfff)  
                treg1 <= treg1_nxt;
        end
        else begin   
            treg1 <= 12'b0;
        end
        if (col[2]) begin
            if (treg2 != 12'hfff)  
                treg2 <= treg2_nxt;
        end
        else begin
            treg2 <= 12'b0;
        end
        if (col[3]) begin
            if (treg3 != 12'hfff)  
                treg3 <= treg3_nxt;
        end
        else begin        
            treg3 <= 12'b0;
        end
    end
end
assign key_pulse[3] = (treg3 != 12'hfff) & (treg3_nxt == 12'hfff); 
assign key_pulse[2] = (treg2 != 12'hfff) & (treg2_nxt == 12'hfff);
assign key_pulse[1] = (treg1 != 12'hfff) & (treg1_nxt == 12'hfff);
assign key_pulse[0] = (treg0 != 12'hfff) & (treg0_nxt == 12'hfff);
endmodule
module uart_rx (
    input               clk,             
    input               clk_uart,        
    input               rst_n,           
    input               rxd,             
    output [7 : 0]      data,            
    output              rx_done          
);
reg  [31 : 0] shift_reg;
wire [31 : 0] shift_reg_nxt = {rxd, shift_reg[31 : 1]};
always @ (posedge clk or negedge rst_n) begin
    if (~rst_n) shift_reg <= 32'hffffffff;
    else        shift_reg <= shift_reg_nxt;
end
wire start = shift_reg == 32'h0000ffff; 
reg  cnt_en;
reg  [3 : 0] cnt;
wire [3 : 0] cnt_nxt = cnt + 1'b1;
always @ (posedge clk or negedge rst_n) begin
    if (~rst_n) cnt_en <= 1'b0;
    else if (start) cnt_en <= 1'b1;
    else if (cnt == 4'h9) cnt_en <= 1'b0;
end
always @ (posedge clk or negedge rst_n) begin
    if (~rst_n) cnt <= 4'b0;
    else if (cnt == 4'h9) cnt <= 4'b0;
    else if (clk_uart & cnt_en) cnt <= cnt_nxt;
end
reg  [7 : 0] data_reg;
always @ (posedge clk or negedge rst_n) begin
    if (~rst_n) data_reg <= 8'b0;
    else if (cnt_en & clk_uart & (cnt < 4'h9)) data_reg[cnt-1] <= rxd;  
end
assign data = data_reg;
wire rx_done = cnt == 4'h9;
endmodule
module uart_top (
    input            clk,
    input            rst_n,
    input            rxd,
    input  [3 : 0]   col,  
    output [7 : 0]   data_rec,  
    output           txd,
    output           row  
);
assign row = 1'b0;
wire clk_uart;
clkuart_gen clk_uart_inst (
     .clk_in         (clk)
    ,.rst_n          (rst_n)
    ,.clk_out        (clk_uart)
);
uart_rx uart_rx_inst (
     .clk            (clk)
    ,.clk_uart       (clk_uart)
    ,.rst_n          (rst_n)
    ,.rxd            (rxd)
    ,.data           (data_rec)
);
wire [7 : 0] data_gen;  
wire [4 : 0] key_pulse;
wire start_gen;  
wire start_tx;   
data_generator data_generator_inst (
     .clk            (clk)
    ,.rst_n          (rst_n)
    ,.start          (start_gen)
    ,.data           (data_gen)
);
uart_tx uart_tx_inst (
     .clk            (clk)
    ,.clk_uart       (clk_uart)
    ,.rst_n          (rst_n)
    ,.start          (start_tx)
    ,.data           (data_gen)
    ,.txd            (txd)
);
keyboard keyboard_inst (
     .clk            (clk)
    ,.rst_n          (rst_n)
    ,.col            (~col)
    ,.key_pulse      (key_pulse)
);
assign start_gen = key_pulse[3];
assign start_tx  = key_pulse[2];
endmodule
module uart_tx (
    input           clk,         
    input           clk_uart,    
    input           rst_n,       
    input           start,       
    input  [7 : 0]  data,        
    output reg      txd          
);
reg  [3 : 0] cnt;
wire [3 : 0] cnt_nxt = cnt + 1'b1;
wire finish;  
reg  en;  
always @ (posedge clk or negedge rst_n) begin
    if (~rst_n) en <= 1'b0;
    else if (start & ~en) en <= 1'b1;
    else if (finish) en <= 1'b0;
end
always @ (posedge clk or negedge rst_n) begin
    if (~rst_n) cnt <= 4'b0;
    else if (en) begin
        if (clk_uart) cnt <= cnt_nxt;
        else if (finish) cnt <= 4'b0;
    end
end
wire [9 : 0] data_comb;  
assign data_comb = {1'b1, data, 1'b0};  
always @ (posedge clk or negedge rst_n) begin
    if (~rst_n) txd <= 1'b1;
    else if (en) begin
        if (clk_uart && (cnt <= 4'h9)) txd <= data_comb[cnt];
    end
    else txd <= 1'b1;
end
assign finish = cnt == 4'hb;
endmodule
--- ./constraint.sdc ---
current_design uart_top

set clk_period 4.8
set clk_io_pct 0.2

create_clock -name clk0 -period $clk_period [get_ports {clk}]

set non_clock_inputs [all_inputs -no_clocks]
set_input_delay [expr $clk_period * $clk_io_pct] -clock clk0 $non_clock_inputs
set_output_delay [expr $clk_period * $clk_io_pct] -clock clk0 [all_outputs]
--- ./config.mk ---
export PLATFORM = sky130hd
export DESIGN_NAME = uart_top
export DESIGN_NICKNAME = uart_top
export VERILOG_FILES = /design/flow/design.v
export SDC_FILE = /design/flow/constraint.sdc
export NUM_CORES = 4
export LEC_CHECK = 1
export CORE_UTILIZATION = 40
--- ./run.sh ---
#!/bin/bash
# OpenROAD 26Q1-2900-gdf79404cd8, Yosys 0.63+post, stock flow scripts
make -C /OpenROAD-flow-scripts/flow DESIGN_CONFIG=/design/flow/config.mk WORK_HOME=/design/flow/orfs finish
==> impl_metrics.ini <==
; implementation run metrics
[placed_design]
pre_cts_slack_ps = 1010
dp_cells = 651
place_area_sq_mm = 0.00544
hpwl_um = 5750
io_buffers = 13
place_congestion = 0.799

[logic_synthesis]
synthArstFlopShare_pct = 100
synth_chip_area_sq_mm = 0.00518
yosysWarnings = 6
synth-main-ff-cell = dfrtp_1
synth_area_sq_mm = 0.00518
common_cells = dfrtp_1 (72), nor2_1 (36), dfstp_2 (33), xnor2_1 (33), nand2_1 (32)
ys_seq_share_pct = 51.5
yosysMostFrequentCell = dfrtp_1
top_area_share_pct = 34.8
synth-seq-cells = 105
yosys.cell_types.count = 56
area_leaders = dfrtp_1 (35%), dfstp_2 (17%), xnor2_1 (5.6%)
netlist_instances = 485
ys_cells = 485
synth-edff-count = 0
yosysTopAreaCell = dfrtp_1
synth.avg_cell_area_sq_um = 10.7

[status]
status = completed

[final_layout]
final_core_util_pct = 45.7
drive_gt1_share_pct = 14.9
n_fill_cell = 1156
instances_no_fill = 667
final_cell_area_sq_mm = 0.00577
largest_register_ffs = 32
syn_to_final_growth_pct = 11.4

[global_route]
grt_use_total_pct = 14.9
grt_pass1_wl_um = 15700
grt.overflow.total = 0
antenna_found_initial = 0
grt_max_degree = 59
grt_pass1_vias = 3333

[worst_setup_path]
reg2reg_from = uart_rx_inst.cnt[0]
critPathLaunchType = flop
r2r_end = uart_rx_inst.data_reg[5]
crit_fanout = 11
cpPeakStageDelay_ps = 680
reg2reg_slack_ps = 910
cp.arrival_ps = 4110
crit_type = reg -> reg
reg2regPathDepth = 10
required_ps = 5030
endpoint_kind = flop
crit_path_top_delay_cell = a2111oi_2
path_delay_family = simple AND/OR/NAND/NOR gates
path_buffers = 1
crit_path_start = uart_rx_inst.cnt[0]
crit_top_cell = ha_1
cp_cell_sequence = inv_1 > ha_1 > nand2_1 > or3_1 > ha_1 > nor4b_1 > nand4_1 > a2111oi_2 > o2111ai_1 > mux2_2

[final_timing]
setup_viol = 0
skew_ps = 8.57
rsz0062_at_grt = false
report.final.slew_viol_count = 0
layout_min_cycle_time_ps = 3890
period_used_pct = 81.0
fmax_ghz = 0.257
max_slew_margin_pct = 37.9
tightestPinTransition_ps = 932
whs_ps = 365
setup_tns_ps = 0
final-hold-violation-count = 0
setup_ws_ps = 914

[clock_network]
cts_hold_buf = 0
cts_tree = built
root_buffer = clkbuf_16
cts.sinks = 105
clock_path_buffers = 2
clk_latency_ps = 340
cts_buffers = 9
ctsHtreeMaxLevel = 3
post_cts_buffers = 0
clk_pin_slew_worst_paths_ps = 70
cts_resized = 0

[power]
internal-power_mw = 1.38
pwr-share-comb_pct = 2.7
power_frac_clock_pct = 43.8
leakage_nw = 2.32
seqPwrFrac_pct = 53.5
peakVddDrop_uv = 171
powerDensity_mw_per_mm2 = 303
p_sw_share_pct = 20.9
power_mw = 1.75
p_sw_mw = 0.364

[floorplanning]
die_width_um = 116
core_sq_mm = 0.0126
fp_util_pct = 41.0
row_count = 41
fp.dieArea_sq_mm = 0.0134
die_y_um = 116
io_pins = 17

[route]
top_layer = met4
wl_met1_um = 4750
vias = 3452
first_pass_iters = 4
diodes = 0
ant_nets = 0
wl_met3_um = 270
wl_per_cell_um = 13.1
drt_iter0_drc = 220
wl_met2_um = 3620
drc = 0
vias_per_cell = 5.18
wl_um = 8730

[worst_hold_path]
holdPathStages = 0
holdPathEnd = uart_rx_inst.shift_reg[2]
hold_start = uart_rx_inst.shift_reg[3]
hold_path.class = reg -> reg

[run]
warnings = 36
maxCapViolCount = 0
==> worst reg2reg max path: cells and delay by family (launching register included) <==
family | cells | cell delay, ps
multiplexers | 1 | 310
buffers and inverters | 1 | 200
AND/OR/NAND/NOR | 4 | 1050
adder cells (fa/ha/maj) | 2 | 740
flip-flops | 1 | 540
AND-OR/OR-AND | 2 | 940
==> area by class of cell <==
cell class              count  area [sq um]  share of cell area [%]
inverters                  14          52.6                   0.911
well taps                 172           215                    3.73
flip-flops and latches    105          2670                    46.3
repair buffers             15           143                    2.47
multi-input cells         345          2360                    41.0
clock buffers              12           300                    5.20
clock inverters             4          25.0                   0.434
==> how the worst max path moves through the flow <==
stage	end	cells after the start	slack (ps)
5_1_grt	uart_rx_inst.data_reg[5]	10	590
6_report	uart_rx_inst.data_reg[5]	10	910
4_1_cts	uart_rx_inst.data_reg[5]	10	960
==> power by group through the flow <==
stage / Combinational, mW / Clock, mW / Sequential (mW)
4_1_cts: 0.0487 / 0.793 / 0.934
5_1_grt: 0.0550 / 0.834 / 0.938
6_report: 0.0470 / 0.766 / 0.934
==> layout by cell type (no fill, tap or decap), types with 12 or more instances in the layout <==
master           count
dfstp_2             33
xnor2_1             33
and3_1              16
clkbuf_16           12
nand2_1             32
nand3_1             23
xor2_1              15
clkdlybuf4s50_1     12
a21oi_1             21
dfrtp_1             72
ha_1                21
inv_1               13
nor2_1              36
o21ai_0             13
nand4_1             22
==> kinds of logic (layout without fill, tap and decap cells) <==
family / after synthesis / count (layout) / share of synthesized area [%]
flip-flops: 105 / 105 / 51.5
adder cells (fa/ha/maj): 21 / 21 / 5.07
XOR/XNOR: 48 / 48 / 8.12
multiplexers: 15 / 15 / 3.50
other: 1 / 1 / 0.0724
AND/OR/NAND/NOR: 196 / 196 / 21.1
buffers and inverters: 35 / 45 / 2.80
AND-OR/OR-AND: 64 / 64 / 7.83
==> routing by layer <==
layer / vias up / GRT usage, %
met1: 1664 / 25.3
met3: 8 / 3.46
li1: 1747 / -
met4: 0 / 1.54
met2: 33 / 21.1
met5: - / 0
No activity file was given, so power comes from the tool's default toggle rates.
